===== flow/config.mk =====
export PLATFORM = sky130hd
export DESIGN_NAME = videoram
export DESIGN_NICKNAME = videoram
export VERILOG_FILES = /design/flow/design.v
export SDC_FILE = /design/flow/constraint.sdc
export NUM_CORES = 4
export LEC_CHECK = 1
export CORE_UTILIZATION = 30

===== flow/design.v =====
`timescale 1ns/1ns
module videoram #(parameter DWIDTH=16, parameter AWIDTH=8) (
	input clk, input we,
	input [AWIDTH-1:0] waddr,
	input [DWIDTH-1:0] wdata,
	input [AWIDTH-1:0] raddr,
	output reg [DWIDTH-1:0] rdata
	);
reg [DWIDTH-1:0] mem[0:2**AWIDTH-1];
always @ (posedge clk) begin
	if (we)
		mem[waddr] <= wdata;
	rdata <= mem[raddr];
end
endmodule

===== flow/run.sh =====
#!/bin/bash
# OpenROAD 26Q1-2900-gdf79404cd8, Yosys 0.63+post, stock flow scripts
make -C /OpenROAD-flow-scripts/flow DESIGN_CONFIG=/design/flow/config.mk WORK_HOME=/design/flow/orfs finish

===== flow/constraint.sdc =====
current_design videoram

set clk_period 20.9
set clk_io_pct 0.2

create_clock -name clk0 -period $clk_period [get_ports {clk}]

set non_clock_inputs [all_inputs -no_clocks]
set_input_delay [expr $clk_period * $clk_io_pct] -clock clk0 $non_clock_inputs
set_output_delay [expr $clk_period * $clk_io_pct] -clock clk0 [all_outputs]

==> out/qor.csv <==
metric,value,unit
outcome,"finished, final reports clean",
slew_headroom,0.05760,
placement.io_buffers,49,
cts_inserted_buffers,392,
final.setup.tns,0,ns
share_comb_of_total_power,0.048,
pwr-share-clk,0.421,
synth-warning-count,1,
die_area,532000,µm²
clock_skew,0.06883,ns
timing.hold.worst.class,reg2reg,
slowest_delay,0.79,ns
setup_repair_after_global_routing_missed_its_margin,no,
ys_dominant_reg_cell,sky130_fd_sc_hd__edfxtp_1,
initial_core_util,0.3018,
worst_hold_depth,6,
timing_worst_setup_path_type,in2reg,
setup-violations-final,0,
endpoint_of_the_most_critical_register_to_register_path,rdata[0],
clock.latency.late_pin,1.00,ns
grt_overflow,0,
max_clock_freq,0.1082,GHz
grt_antenna_before_repair,23,
layout-drive-gt1-share,0.2523,
place_inst,14416,
synth.area.top_cells,"sky130_fd_sc_hd__edfxtp_1, sky130_fd_sc_hd__mux4_2, sky130_fd_sc_hd__mux2i_1, sky130_fd_sc_hd__o221ai_1, sky130_fd_sc_hd__nor2_1",
post-cts-setup-buffer-count,0,
pin_count_of_the_biggest_net_entering_global_routing,91,
vdd_ir_drop_max,0.06747,mV
ys_cells,7360,
dp_slack,10.58,ns
holdBufCountCts,0,
drc,0,
timing.final.crit_share,0.4423,
min_setup_slack_post_route,11.66,ns
detail_route.vias_per_cell,5.109,
log.warning_count,27,
number_of_enable_flip_flop_cells,4096,
drt-pass1-iter-count,7,
postPlaceCellArea,169400,µm²
clockRootBuffer,sky130_fd_sc_hd__clkbuf_16,
path_clk_slew,0.07,ns
worstSetupEndpointType,register,
via_count,77449,
synthDominantCellAreaShare,0.7750,
power.share.sequential,0.530,
netSwitchingFraction,0.2145,
ys_seq_share,0.7770,
clock_tree_from_tritoncts,yes,
leakage,56.78,nW
hold_path_sink,rdata[7],
ys_area,158700,µm²
path_delay_family,buffers and inverters,
drv_cap,0,
postSynthCellCount,7360,
power_density_of_the_placed_cells,94.07,nW/µm²
hpwlAfterDp,255200,µm
grt_first_pass_wirelength,610200,µm
final_hold_viol_count,0,
layout_min_cycle_time,9.244,ns
cts-resized-gates,0,
drt.antenna.violating_nets,0,
wl,427500,µm
yosys-top-cells-count,"sky130_fd_sc_hd__edfxtp_1, sky130_fd_sc_hd__mux4_2, sky130_fd_sc_hd__mux2i_1",
finish.instance_area,182600,µm²
synth_top_cell_by_count,sky130_fd_sc_hd__edfxtp_1,
chipHeight,729.4,µm
syn-mean-instance-area,21.56,µm²
r2r.worst_path.cells,6,
critical_path.max_fanout,82,
finish.cell_count_without_fillers,15160,
worstPathArrival,10.13,ns
regToRegStartpoint,mem[130][0],
path_common_cell,sky130_fd_sc_hd__buf_4,
slew_violations,0,
cts_buffer_depth,4,
cts.htree.levels,5,
internal-power,0.01350,W
netlist-cell-type-count,52,
synthToLayoutAreaGrowth,15.07,%
crit_buf_inv,7,
yosys.area.top_type,sky130_fd_sc_hd__edfxtp_1,
route.detailed.wl_per_inst,28.20,µm
detail_route.iter0.violations,5167,
placement_rows,266,
timing.critical_path.slowest_stage_cell,sky130_fd_sc_hd__nor3_1,
postSynth.asyncResetShare,0,
cell_chain_critical_path,"buf_16, buf_4, buf_4, buf_12, buf_4, buf_4, mux4_2, o22ai_1, nor3_1, nor3_1, buf_4, nor4_1",
p_total,0.01718,W
numSynthFlops,4112,
clock_sink_count,4112,
worst_ep_required_time,21.78,ns
post_synth_instance_area,158700,µm²
routabilityCongestion,0.9081,
holdCritStartpoint,mem[249][7],
worst-slew-pin-transition,1.399,ns
top_level_ports,50,
reg2reg_slack,17.32,ns
crit_path_start_kind,input pin,
coreArea,525900,µm²
path_depth,12,
total_switching_power,0.003685,W
grt_usage,0.1716,
vias_in_the_first_global_route,85083,
chipWidth,729.4,µm
how the worst max path moves through the flow:
stage	slack, ns	from	endpoint
after CTS	11.65	raddr[0]	rdata[14]
final	11.66	raddr[0]	rdata[15]
after global routing	11.19	raddr[0]	rdata[15]
power groups by stage:
stage | Clock (W) | Sequential [W] | Combinational [W]
after global routing | 0.00765 | 0.00911 | 0.000888
final | 0.00724 | 0.00911 | 0.000831
after CTS | 0.00735 | 0.00912 | 0.000838
per-layer routing:
metal  global-route usage  vias up  wire length (µm)
li1                     -    32226                 -
met1               0.1698    39125            127600
met2               0.2592     5310            199800
met3               0.1480      750             80310
met4              0.05886       38             19020
met5              0.01206        -               668
flip-flops by register name (all words and copies together) (netlist names):
| name | count |
|---|---|
| mem | 4096 |
| rdata | 16 |
worst register-to-register path: stages (launching register included):
cell and delay (ns):
sky130_fd_sc_hd__edfxtp_1 0.36, sky130_fd_sc_hd__mux4_2 0.48, sky130_fd_sc_hd__mux2_2 0.31, sky130_fd_sc_hd__a221oi_1 1.09
sky130_fd_sc_hd__o31ai_1 0.40, sky130_fd_sc_hd__o32ai_1 0.64, sky130_fd_sc_hd__nor4_1 0.17
logic make-up (layout without fill, tap and decap cells):
family / count (synthesis) / count (layout) / synth area share
AND/OR/NAND/NOR: 556 / 556 / 0.01574
other: 0 / 18 / 0
buffers and inverters: 456 / 1270 / 0.01693
AND-OR/OR-AND: 786 / 786 / 0.03537
flip-flops: 4112 / 4112 / 0.7770
multiplexers: 1450 / 1450 / 0.1550
final cells by class:
class                   instances  area (µm²)
repair buffers                540        4344
diodes                         18       45.04
multi-input cells            2792       32970
clock inverters               247        2959
clock buffers                 479       10260
well taps                    6968        8718
fillers                     47545      343200
inverters                       4       27.53
flip-flops and latches       4112      123300
stage by stage:
step / hold slack (ns) / utilization
final: 1.047 / 0.3473
after global placement: 1.026 / 0.3221
after detailed placement: 1.044 / 0.3221
after CTS: 1.048 / 0.3472
after floorplan: 0.8538 / -
after global routing: 1.114 / 0.3473
layout by cell type (no fill, tap or decap), types with 17 or more instances in the layout:
| master | netlist | layout |
|---|---|---|
| sky130_fd_sc_hd__edfxtp_1 | 4096 | 4096 |
| sky130_fd_sc_hd__mux4_2 | 797 | 797 |
| sky130_fd_sc_hd__mux2i_1 | 565 | 565 |
| sky130_fd_sc_hd__buf_4 | 26 | 487 |
| sky130_fd_sc_hd__clkbuf_16 | 0 | 394 |
| sky130_fd_sc_hd__o221ai_1 | 252 | 252 |
| sky130_fd_sc_hd__nor2_1 | 304 | 237 |
| sky130_fd_sc_hd__a21oi_1 | 175 | 175 |
| sky130_fd_sc_hd__o22ai_1 | 148 | 148 |
| sky130_fd_sc_hd__nor3_1 | 92 | 89 |
| sky130_fd_sc_hd__mux2_2 | 88 | 88 |
| sky130_fd_sc_hd__clkinv_1 | 0 | 78 |
| sky130_fd_sc_hd__clkbuf_1 | 230 | 77 |
| sky130_fd_sc_hd__nor2_2 | 0 | 67 |
| sky130_fd_sc_hd__clkinv_2 | 0 | 65 |
| sky130_fd_sc_hd__bufinv_16 | 0 | 48 |
| sky130_fd_sc_hd__a22oi_1 | 43 | 43 |
| sky130_fd_sc_hd__nand2_1 | 38 | 38 |
| sky130_fd_sc_hd__o21ai_0 | 37 | 35 |
| sky130_fd_sc_hd__a22o_1 | 32 | 32 |
| sky130_fd_sc_hd__a221oi_1 | 28 | 28 |
| sky130_fd_sc_hd__clkdlybuf4s50_1 | 0 | 28 |
| sky130_fd_sc_hd__nand4_1 | 26 | 26 |
| sky130_fd_sc_hd__nand3_1 | 35 | 26 |
| sky130_fd_sc_hd__o32ai_1 | 20 | 20 |
| sky130_fd_sc_hd__diode_2 | 0 | 18 |
| sky130_fd_sc_hd__a211oi_1 | 18 | 18 |
| sky130_fd_sc_hd__nor4_1 | 17 | 17 |
| sky130_fd_sc_hd__buf_8 | 11 | 17 |
Power figures rest on the tool's default switching activity, not on a simulated workload.
