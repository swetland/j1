<file path="flow/config.mk">
export PLATFORM = sky130hd
export DESIGN_NAME = dualsyncram
export DESIGN_NICKNAME = dualsyncram
export VERILOG_FILES = /design/flow/design.v
export SDC_FILE = /design/flow/constraint.sdc
export NUM_CORES = 4
export LEC_CHECK = 1
export CORE_UTILIZATION = 30
</file>
<file path="flow/design.v">
`timescale 1ns/1ns
module dualsyncram #(parameter DWIDTH=16, parameter AWIDTH=8) (
	input clk,
	input [AWIDTH-1:0] a_addr,
	input [DWIDTH-1:0] a_wdata,
	input a_we,
	input [AWIDTH-1:0] b_addr,
	input [DWIDTH-1:0] b_wdata,
	input b_we,
	output reg [DWIDTH-1:0] a_rdata,
	output reg [DWIDTH-1:0] b_rdata
	);
reg [DWIDTH-1:0] mem[0:2**AWIDTH-1];
always @(posedge clk) begin
	if (a_we)
		mem[a_addr] <= a_wdata;
	a_rdata <= mem[a_addr];
end
always @(posedge clk) begin
	if (b_we)
		mem[b_addr] <= b_wdata;
	b_rdata <= mem[b_addr];
end
endmodule
</file>
<file path="flow/run.sh">
#!/bin/bash
# OpenROAD 26Q1-2900-gdf79404cd8, Yosys 0.63+post, stock flow scripts
make -C /OpenROAD-flow-scripts/flow DESIGN_CONFIG=/design/flow/config.mk WORK_HOME=/design/flow/orfs finish
</file>
<file path="flow/constraint.sdc">
current_design dualsyncram

set clk_period 24.6
set clk_io_pct 0.2

create_clock -name clk0 -period $clk_period [get_ports {clk}]

set non_clock_inputs [all_inputs -no_clocks]
set_input_delay [expr $clk_period * $clk_io_pct] -clock clk0 $non_clock_inputs
set_output_delay [expr $clk_period * $clk_io_pct] -clock clk0 [all_outputs]
</file>
==> flow_metrics.py <==
# Generated from Yosys and OpenROAD reports
metrics = {
    "drt": {
        "final_antenna_net_count": 0,
        "finalWirelength_um": 946300,
        "vias": 151551,
        "wire_per_inst_um": 37.46,
        "drt-initial-drc-count": 11598,
        "drcViolationCount": 0,
        "via_per_inst": 6.000,
        "dr.pass1.iters": 7,
    },
    "yosys": {
        "yosys-stat-area_um2": 239500,
        "ys_top_cells_by_count": "4096 x edfxtp_1, 4086 x mux2_2, 2048 x mux4_2",
        "ys.flops": 4128,
        "avgSynthCellArea_um2": 16.35,
        "yosys_cells": 14652,
        "most_common_cell": "edfxtp_1",
        "yosys_warnings": 1,
        "mux_area_frac": 0.3851,
        "yosys-top-cells-area": "edfxtp_1 51%, mux4_2 19%, mux2_2 19%, a22oi_1 3.2%, clkbuf_1 2.2%",
        "synth.cellmix.simpleShare": 0.009721,
        "syn-instance-count": 14652,
        "async_reset_ff_frac": 0,
        "edf_count": 4096,
        "flop_cell": "edfxtp_1",
        "aoi_share": 0.05385,
        "synth.logic.top_family": "multiplexers",
        "adder_share": 0,
        "top_cell_area_share": 0.5135,
        "syn-cell-area_um2": 239500,
        "postSynthSeqShare": 0.5162,
        "largest_area_cell": "edfxtp_1",
        "ys_sh_xor": 0,
        "synthDistinctLibCells": 33,
    },
    "floorplan": {
        "coreArea_um2": 794100,
        "placementRows": 327,
        "die_area_um2": 802000,
        "io_pins": 83,
        "die_h_um": 895.5,
        "die_w_um": 895.5,
        "fp_util": 0.3016,
    },
    "final_layout": {
        "fill_cells": 74524,
        "syn_to_final_growth_pct": 13.13,
        "drive_gt1_frac": 0.5755,
        "stdcell_area_um2": 271000,
    },
    "cts": {
        "clock_sinks": 4128,
        "cts_tree": "built",
        "path_clk_slew_ps": 60,
        "hold_buffers": 0,
        "postCtsSetupBuffers": 0,
        "htreeDepth": 5,
        "cts.path.max_buffers": 4,
        "cts-buffers-inserted": 450,
        "clock_latency_ps": 1110,
        "cts_root_buf": "clkbuf_16",
        "cts_resized": 0,
    },
    "min_path": {
        "hold_class": "flip-flop to flip-flop",
        "hold_start": "mem[104][8]",
    },
    "outcome": {
        "outcome": "finished with violations",
        "violations": "max-capacitance violations, max-slew violations",
    },
    "setup_path": {
        "startpoint": "a_addr[0]",
        "worst_setup_path_start_kind": "input pin",
        "critPathKind": "input pin to flip-flop",
        "r2r-start": "mem[47][15]",
        "setup.worst_path.end_class": "flip-flop",
        "worst-path-max-fanout": 44,
        "crit_required_ps": 25570,
        "arrival_ps": 12210,
    },
    "power_and_ir_drop": {
        "peakVddDrop_v": 0.00006383,
        "power_uw": 16490,
        "p_leak_uw": 0.08283,
        "power_density_nw_per_um2": 60.87,
    },
    "final_timing": {
        "finalClockSkew_ps": 77.94,
        "tightest_slew_ps": 1633,
        "period_minus_slack_ps": 11240,
        "finalWorstSetupSlack_ps": 13360,
        "finalCritPeriodShare": 0.4569,
        "fmaxAchievable_mhz": 88.97,
        "timing.hold.ws_ps": 987.5,
        "setup_violations": 0,
        "tns_ps": 0,
        "final_hold_viol_count": 0,
        "slew_headroom": -0.08836,
        "maxSlewViolCount": 14,
        "rsz0062_at_grt": "no",
    },
    "grt": {
        "met2_usage": 0.3510,
        "busiest_layer": "met2",
        "grtUsageMet1": 0.2662,
        "grt_use_met3": 0.1778,
        "grt_pass1_wl_um": 1298000,
        "grt_max_degree": 98,
        "overflow": 0,
        "grt_pass1_vias": 157595,
        "grt_use_total": 0.2463,
        "antenna_found_initial": 60,
    },
    "flow_run": {
        "tool_warnings": 27,
        "max_cap_violations": 4,
    },
    "placement": {
        "post-place-ws_ps": 12170,
        "place.gp.congestion": 0.9979,
        "io_buffers": 82,
        "place_hpwl_um": 601900,
        "placed_cell_area_um2": 256600,
    },
}
[power breakdown]
part / switching (µW) / leakage [µW] / internal [µW]
clock: 2990 / 0.00692 / 3790
sequential: 60.2 / 0.0371 / 7770
combinational: 1160 / 0.0388 / 735
[layout make-up]
type / count / area, µm² / share of cell area
clock buffer: 607 / 12210 / 0.04507
timing repair buffer: 1229 / 9846 / 0.03634
multi-input combinational: 8497 / 109900 / 0.4057
inverter: 1 / 3.754 / 0.00001385
tap: 10528 / 13170 / 0.04861
sequential: 4128 / 123600 / 0.4563
antenna: 53 / 132.6 / 0.0004895
clock inverter: 215 / 2021 / 0.007457
[sequential cells by signal, summed over array words and instances (netlist names)]
signal / count
a_rdata: 16
b_rdata: 16
mem: 4096
[worst paths after layout]
path         cells after the start          end  slack (ps)
min                              5   a_rdata[8]         990
max reg2reg                      6  a_rdata[15]       20740
max                             14   a_rdata[7]       13360
min reg2reg                      5   a_rdata[8]         990
[layer usage]
metal | up-vias | routed length (µm)
li1 | 60216 | -
met2 | 10154 | 415900
met3 | 2111 | 158200
met1 | 78986 | 296900
met5 | - | 2087
met4 | 84 | 73200
[stage by stage]
step | util | cells
after detailed placement | 0.3231 | 24383
after CTS | 0.3410 | 25205
after global routing | 0.3411 | 25210
after floorplan | - | 14652
final | 0.3412 | 25258
after global placement | 0.3227 | 24365
[layout by cell type (no fill, tap or decap), drive strengths merged]
master	synthesis	final
or3b	1	1
inv	1	12
or3	1	1
mux2	4096	4096
nor3	4	4
nand2	125	125
and3	2	2
o21ai	60	60
clkbuf	1397	607
a22oi	1024	1024
nand4	32	32
edfxtp	4096	4096
o22ai	196	196
a21oi	512	512
diode	0	53
or2	5	5
clkdlybuf4s50	0	46
nor2b	11	11
bufinv	0	31
clkinv	0	165
clkinvlp	0	8
and2b	1	1
dfxtp	32	32
mux4	2048	2048
buf	629	1183
and2	4	4
nand2b	12	12
o41ai	128	128
nand3	11	11
nor2	224	224
[kinds of logic after synthesis]
family | Yosys count
DFF | 4128
buffers and inverters | 2027
and+or+nand+nor | 433
AOI/OAI and AO/OA | 1920
muxes | 6144
[worst max-delay path: stages]
cell	delay [ps]
buf_16	280
buf_4	610
buf_4	640
buf_4	610
buf_4	560
buf_4	700
buf_4	630
buf_4	590
buf_4	450
mux4_2	570
a22oi_1	400
a21oi_1	320
o41ai_1	530
nand4_1	150
Power and IR drop assume default switching activity.
